--- run.sh ---
#!/bin/bash
# OpenROAD 26Q1-2900-gdf79404cd8, Yosys 0.63+post, stock flow scripts
make -C /OpenROAD-flow-scripts/flow DESIGN_CONFIG=/design/flow/config.mk WORK_HOME=/design/flow/orfs finish
--- config.mk ---
export PLATFORM = sky130hd
export DESIGN_NAME = Clock_divider
export DESIGN_NICKNAME = Clock_divider
export VERILOG_FILES = /design/flow/design.v
export SDC_FILE = /design/flow/constraint.sdc
export NUM_CORES = 4
export LEC_CHECK = 1
export CORE_AREA = 10 10 93 93
export DIE_AREA = 0 0 103 103
--- constraint.sdc ---
current_design Clock_divider

set clk_period 4.7
set clk_io_pct 0.2

create_clock -name clk0 -period $clk_period [get_ports {clock_in}]

set non_clock_inputs [all_inputs -no_clocks]
set_input_delay [expr $clk_period * $clk_io_pct] -clock clk0 $non_clock_inputs
set_output_delay [expr $clk_period * $clk_io_pct] -clock clk0 [all_outputs]
--- design.v ---
module Clock_divider(clock_in,clock_out
    );
input clock_in;  
output reg clock_out;  
reg[31:0] count;
always @(posedge clock_in) begin
		count <= count +1;
		if(count >= 24999999) begin
			count <= 0;
			clock_out <= ~clock_out;
		end
end
endmodule
==> results.rst <==
Synthesis and place-and-route
=============================

.. list-table::
   :header-rows: 1

   * - Metric
     - Value
   * - Routed vias
     - 1074
   * - Count of nets left with antenna violations after detail routing
     - 0
   * - CP max FO
     - 13
   * - Clk pwr share
     - 0.479
   * - Power Total
     - 0.000557 W
   * - Via density per instance
     - 4.42
   * - Chip area in the Yosys report
     - 1430 sq um
   * - Result of the run
     - finished clean
   * - Cell resize tally after clock tree synthesis
     - 0
   * - Post-synth ARST share
     - 0
   * - Die Width
     - 103 microns
   * - Type of the most critical hold path
     - reg2reg
   * - Proportion of total power due to net switching
     - 0.199
   * - Standby leakage power
     - 0.510 nW
   * - Total of flip-flops plus latches after synthesis
     - 33
   * - Setup TNS
     - 0 ns
   * - CTS tree
     - done
   * - Global router's overall resource usage
     - 0.0528
   * - Share of the yosys chip area belonging to registers
     - 0.470
   * - Number of antenna violations at the first check in global routing
     - 0
   * - Clock latency on the worst-skew pair
     - 0.28 ns
   * - Worst Path Class, Setup
     - reg2reg
   * - Post-synth EDFFs
     - 1
   * - Share of the clock period used by the worst path
     - 0.467
   * - Antenna diode instance count
     - 0
   * - Root buffer cell
     - sky130_fd_sc_hd__clkbuf_8
   * - Placeable core region
     - 6760 sq um
   * - Most frequently used flop master after synthesis
     - sky130_fd_sc_hd__dfxtp_1
   * - Maximum ir drop on the vdd rail
     - 87.1 uV
   * - Number of warnings reported in the yosys synthesis log
     - 1
   * - Worst slew margin relative to its limit
     - 0.523
   * - Overall die height
     - 103 microns
   * - Peak clock frequency supported by timing
     - 455 MHz
   * - Power spent charging and discharging nets
     - 0.000111 W
   * - Post-CTS setup buffer count
     - 0
   * - Combinational group share of total power
     - 0.007
   * - Kind of launch point of the worst setup path
     - flip-flop
   * - Netlist area before placement
     - 1430 sq um
   * - Mean post-synth cell area
     - 9.45 sq um
   * - Final routed wirelength across all metal layers
     - 2560 microns
   * - Number of buffers on the longest clock path
     - 2
   * - Area added between synthesis and finish
     - 18.0%
   * - Deepest level of the CTS H-tree
     - 2
   * - Vias in the first global route
     - 1039
   * - Number of OpenROAD warnings
     - 25
   * - Wire length of the first global-routing pass
     - 4680 microns
   * - Final setup violation count
     - 0
   * - Placement Rows
     - 30
   * - Average wire per standard cell
     - 10.5 microns
   * - Required @ worst endpoint
     - 4.87 ns
   * - Routability congestion estimate from global placement
     - 0.777
   * - First-pass iteration count of the detailed router
     - 4
   * - PD cells
     - 331 nW/um^2
   * - # fillers
     - 725
   * - Register share of total power
     - 0.514
   * - Top post-synthesis cells by area
     - sky130_fd_sc_hd__dfxtp_1 (45%), sky130_fd_sc_hd__nor3_1 (6.0%), sky130_fd_sc_hd__xnor2_1 (4.9%), sky130_fd_sc_hd__a211oi_1 (4.2%), sky130_fd_sc_hd__nand2_1 (3.4%)
   * - CTS Sinks
     - 33
   * - Fraction of layout instances using a drive strength above 1
     - 0.117
   * - Setup ws final
     - 2.50 ns
   * - Max Transition Viols Final
     - 0
   * - Overall die area
     - 10600 sq um
   * - Area leader share
     - 0.449
   * - Cells after Synth
     - 151
   * - Number of standard cells reported by yosys
     - 151
   * - Post-layout min period
     - 2.20 ns
   * - Residual DRC count
     - 0
   * - Setup repair after global routing missed its margin
     - no
   * - Share of the core filled with cells
     - 0.249
   * - Worst Tran Pin Value
     - 0.713 ns
   * - Signal arrival time at the worst endpoint
     - 2.36 ns
   * - DP HPWL
     - 1760 microns
   * - Number of I/O port buffers
     - 1
   * - Area of placed instances
     - 1570 sq um
   * - Num CTS Buffers
     - 5
   * - First-iteration detailed-routing DRC count
     - 66
   * - Post-CTS clock slew at the launch and capture registers of the worst setup and hold paths
     - 0.07 ns
   * - Total internal power
     - 0.000446 W
   * - Worst setup EP type
     - flip-flop
   * - Worst slack at placement
     - 2.51 ns
   * - Post-layout instance area
     - 1680 sq um
   * - Area of the multi-input gates
     - 754 sq um
   * - Largest net degree at the start of global routing
     - 27
   * - Post-CTS Hold Buffers
     - 0
   * - Floorplan utilization
     - 0.211
   * - Reported max-cap violation count
     - 0
   * - Distinct lib cells
     - 39
   * - Maximum clock skew at final layout
     - 0.00450 ns
   * - Sequential cell area
     - 671 sq um
   * - Leading area contributor after synthesis
     - sky130_fd_sc_hd__dfxtp_1
   * - Overflow left after global routing
     - 0
   * - Count of endpoints failing hold in the final timing report
     - 0
   * - Number of ports placed on the die boundary
     - 2
-- routing by layer --
| layer | wire length [microns] | vias to the layer above | GRT usage | share of wire |
|---|---|---|---|---|
| met2 | 1040 | 7 | 0.0785 | 0.41 |
| met3 | 103 | 5 | 0.0169 | 0.040 |
| li1 | - | 582 | - | - |
| met4 | 25 | 0 | 0.00535 | 0.0098 |
| met1 | 1390 | 480 | 0.0760 | 0.54 |
| met5 | 0 | - | 0 | 0 |
-- through the flow --
stage               hold slack, ns  cells
floorplan                    0.456    157
global placement             0.465    235
detailed placement           0.477    235
CTS                          0.486    243
global route                 0.516    243
finish                       0.482    243
-- registers in the layout, indices dropped and copies added, names as in the netlist --
| signal | cells |
|---|---|
| count | 32 |
| clock_out | 1 |
-- critical path: stages (launching register included) --
cell and delay [ns]:
sky130_fd_sc_hd__dfxtp_1 0.37, sky130_fd_sc_hd__ha_1 0.25, sky130_fd_sc_hd__nand4_2 0.18, sky130_fd_sc_hd__o211a_1 0.27
sky130_fd_sc_hd__nor4b_4 0.62, sky130_fd_sc_hd__buf_4 0.32, sky130_fd_sc_hd__nor3_1 0.07
-- cells in the mapped netlist, types with 3 or more instances --
cell type / number
sky130_fd_sc_hd__a211oi_1: 8
sky130_fd_sc_hd__and3_1: 3
sky130_fd_sc_hd__clkbuf_1: 4
sky130_fd_sc_hd__dfxtp_1: 32
sky130_fd_sc_hd__inv_1: 5
sky130_fd_sc_hd__nand2_1: 13
sky130_fd_sc_hd__nand3_1: 3
sky130_fd_sc_hd__nand3b_1: 3
sky130_fd_sc_hd__nand4_1: 3
sky130_fd_sc_hd__nor3_1: 17
sky130_fd_sc_hd__nor4_1: 5
sky130_fd_sc_hd__o21ai_0: 6
sky130_fd_sc_hd__o31ai_1: 3
sky130_fd_sc_hd__or3_1: 4
sky130_fd_sc_hd__or4_1: 4
sky130_fd_sc_hd__xnor2_1: 8
sky130_fd_sc_hd__xor2_1: 4
-- area by class of cell --
| type | count | area share |
|---|---|---|
| Clock inverter | 3 | 0.0268 |
| Clock buffer | 5 | 0.0409 |
| Timing Repair Buffer | 3 | 0.0149 |
| Sequential cell | 33 | 0.399 |
| Tap cell | 80 | 0.0595 |
| Multi-Input combinational cell | 114 | 0.448 |
| Inverter | 5 | 0.0112 |
-- kinds of logic (layout without fill, tap and decap cells) --
| family | after synthesis | after routing | share of synthesized area |
|---|---|---|---|
| and+or+nand+nor | 70 | 70 | 0.296 |
| other | 1 | 7 | 0.00263 |
| adders and majority gates | 1 | 1 | 0.00877 |
| DFF | 33 | 33 | 0.470 |
| AOI/OAI and AO/OA | 24 | 24 | 0.121 |
| buffers and inverters | 10 | 16 | 0.0272 |
| xor gates and xnor gates | 12 | 12 | 0.0737 |
-- cell usage in the layout, fill, tap and decap left out, types with 2 or more instances in the layout --
master                     netlist  routed
sky130_fd_sc_hd__nor3b_1         2       2
sky130_fd_sc_hd__inv_1           5       5
sky130_fd_sc_hd__o31ai_1         3       3
sky130_fd_sc_hd__and2_1          2       2
sky130_fd_sc_hd__nand3_1         3       3
sky130_fd_sc_hd__nor4_1          5       5
sky130_fd_sc_hd__xnor2_1         8       8
sky130_fd_sc_hd__or3_1           4       4
sky130_fd_sc_hd__o21ai_0         6       6
sky130_fd_sc_hd__nand4_2         2       2
sky130_fd_sc_hd__buf_4           0       2
sky130_fd_sc_hd__conb_1          1       7
sky130_fd_sc_hd__or4_1           4       4
sky130_fd_sc_hd__a211oi_1        8       8
sky130_fd_sc_hd__nor2_1          2       2
sky130_fd_sc_hd__nor3_1         17      17
sky130_fd_sc_hd__and3_1          3       3
sky130_fd_sc_hd__nand4_1         3       3
sky130_fd_sc_hd__dfxtp_1        32      32
sky130_fd_sc_hd__nand3b_1        3       3
sky130_fd_sc_hd__xor2_1          4       4
sky130_fd_sc_hd__clkbuf_8        0       5
sky130_fd_sc_hd__nand2_1        13      13
-- power by group through the flow --
stage	Clock (W)	Sequential, W	Combinational [W]
finish	0.000267	0.000286	0.00000384
global route	0.000288	0.000287	0.00000488
CTS	0.000276	0.000286	0.00000407
-- path summary, 6_finish.rpt --
kind         depth (start not counted)  slack (ns)                   end           startpoint
max reg2reg                          6        2.50  count[24]$_SDFF_PP0_  count[0]$_SDFF_PP0_
max                                  6        2.50  count[24]$_SDFF_PP0_  count[0]$_SDFF_PP0_
min                                  1        0.48   count[0]$_SDFF_PP0_  count[0]$_SDFF_PP0_
min reg2reg                          1        0.48   count[0]$_SDFF_PP0_  count[0]$_SDFF_PP0_
Power figures rest on the tool's default switching activity, not on a simulated workload.
