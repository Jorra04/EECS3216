==> design.v <==
module B2D(inputBus, outputBus, flashing);
	input [4:0] inputBus;
	input[6:0] flashing;
	output [6:0] outputBus;
		always_comb
		case(inputBus)
        5'b00000: outputBus = 7'b1000000 | flashing;  
        5'b00001: outputBus = 7'b1111001| flashing;  
        5'b00010: outputBus = 7'b0100100| flashing;  
        5'b00011: outputBus = 7'b0110000| flashing;  
        5'b00100: outputBus = 7'b0011001| flashing;  
        5'b00101: outputBus = 7'b0010010| flashing;  
        5'b00110: outputBus = 7'b0000010| flashing;  
        5'b00111: outputBus = 7'b1111000| flashing;  
        5'b01000: outputBus = 7'b0000000| flashing;  
        5'b01001: outputBus = 7'b0010000| flashing;  
		  default: outputBus = 7'b1111111;
		 endcase
endmodule
==> run.sh <==
#!/bin/bash
# OpenROAD 26Q1-2900-gdf79404cd8, Yosys 0.63+post, stock flow scripts
make -C /OpenROAD-flow-scripts/flow DESIGN_CONFIG=/design/flow/config.mk WORK_HOME=/design/flow/orfs finish
==> config.mk <==
export PLATFORM = sky130hd
export DESIGN_NAME = B2D
export DESIGN_NICKNAME = B2D
export VERILOG_FILES = /design/flow/design.v
export SDC_FILE = /design/flow/constraint.sdc
export NUM_CORES = 4
export LEC_CHECK = 1
export CORE_AREA = 10 10 70 70
export DIE_AREA = 0 0 80 80
==> constraint.sdc <==
current_design B2D

set clk_period 1.8
set clk_io_pct 0.2

create_clock -name clk0 -period $clk_period

set non_clock_inputs [all_inputs -no_clocks]
set_input_delay [expr $clk_period * $clk_io_pct] -clock clk0 $non_clock_inputs
set_output_delay [expr $clk_period * $clk_io_pct] -clock clk0 [all_outputs]
==> results.txt <==
Update from the flow run.

The maximum achievable frequency is 565 MHz. The final RePlAce weighted congestion is 0.802. The first-pass iteration count of the detailed router is 2.

On the final layout, the worst hold slack is 1.04 ns. The total of clock buffers placed in the layout is 0. The run finished with clean final reports.

The utilization after layout is roughly 15%. Overall power consumption after layout is estimated at 0.0972 mW. OpenROAD emitted warnings numbering 33. Setup repair after global routing could not meet its margin everywhere.

The first global-routing pass estimated 1380 µm of wire. The layout report lists the combined flip-flop and latch area as 0 µm². The register share after synthesis is 0%. The pre-CTS worst setup slack is -0.556 ns. Per the Yosys statistics, synthesis produced 34 cells. The area growth from synthesis to final layout is 154%. The wire length per cell is 9.11 µm. 0 antenna diodes ended up in the layout. In the post-route analysis, the smallest setup slack over all paths is 0.0285 ns. STA classifies the critical path endpoint as a primary output.

The overall die size recorded for this design is 0.00640 mm². The type of the setup path with the least slack is in2out. The via total after detailed routing is 311.

In the routed design, unresolved DRC markers number 0. At the pin with the least slew margin, the transition time is 0.217 ns. Looking at the post-CTS report, the setup buffer insertion count equals 0. The tally of filler cells in the layout is 388.

The power density over the cells is 189 mW/mm². The half-perimeter wire length after detailed placement is 762 µm. The number of pins with negative max-slew slack in the final report is 0.

For reference, the placement row count at floorplan is 21. Per the synthesis report, the number of distinct cell types is 19. The floorplan step records an initial core utilization of 5.93%. The highest net fanout along the worst path is 2. After detailed routing, the number of vias per cell comes to 2.99. In this run the standard cell core region covers 0.00342 mm². The kind of start point of the critical path is an input pin. The run reported a max-capacitance violation count of 0. The power report puts the leakage power at between 0.15 and 0.2 nW.

The time the final worst path needs with I/O delays and setup is 1.77 ns. The class of the most critical hold timing path is in2out. The final-report setup violation count is 0. The arrival time of the worst setup path is ~1.4 ns. Entering global routing, the biggest net connects 10 pins. According to the Yosys statistics, the synthesized design has a chip area of 203 µm². The die is 80 µm tall. Overall routing resource usage recorded by global route was about 2.5%.

The leftover overflow at the end of global routing is 0. The summed instance area of the synthesized netlist is 203 µm². The horizontal extent of the die is 80 µm.

The number of antenna violations at the first check in global routing is 0. The final critical-path share of the clock period is 98.4%. The synthesized instance count is 34. Per the final timing report, the hold violations number 0. The data required time of the critical path is 1.44 ns. The via count of the first global-routing pass came to between 200 and 300.

Per the post-route antenna check, the number of violating nets is 0. The violation count after the first detailed-route iteration is 5. The average instance in the mapped netlist occupies 5.96 µm². The max-slew check reports its worst relative slack as 85.5%.

The number of I/O pins is 19. After detailed routing, the total wire length is 947 µm. The logic area is around 200 µm². The number of stages on the worst hold path is 4. The share of cells above drive strength 1 is 37.9%. The number of sequential cells in the layout is 0. The maximum vdd ir drop is 26.7 µV. The synthesis log from Yosys contains 12 warnings. Buffers placed on the I/O ports in this run total 19.
power breakdown:
part / total (mW) / internal [mW] / leakage (nW) / switching, mW
combinational: 0.0972 / 0.0598 / 0.193 / 0.0374
clock: 0 / 0 / 0 / 0
sequential: 0 / 0 / 0 / 0
total: 0.0972 / 0.0598 / 0.193 / 0.0374
cell type report:
cell class,count,share of cell area [%]
multi-input cells,29,39.3
well taps,46,11.2
inverters,1,0.728
repair buffers,28,48.8
critical path, stage by stage:
cell                            delay (ns)
sky130_fd_sc_hd__dlygate4sd2_1        0.28
sky130_fd_sc_hd__a21oi_4              0.13
sky130_fd_sc_hd__o21ai_2              0.07
sky130_fd_sc_hd__or3_1                0.33
sky130_fd_sc_hd__dlygate4sd2_1        0.25
per-stage QoR:
step / setup TNS [ns] / instance area, µm² / instances
floorplan: 0 / 203 / 34
global placement: -3.10 / 480 / 104
detailed placement: -3.20 / 480 / 104
CTS: 0 / 493 / 104
global route: -0.0156 / 515 / 104
finish: 0 / 515 / 104
cell families (layout without fill, tap and decap cells):
family,count (synthesis),count (layout),share of synthesized area [%]
simple gates,17,17,42.0
buf+inv,5,29,20.4
compound gates,11,11,32.7
mux,1,1,4.94
repair_timing:
action                                  CTS  global route
endpoints found under the setup margin    7             4
pin swaps                                 5             0
hold buffers                              0             0
gates resized                            28             9
cells in the mapped netlist (all sizes together):
master / count / area [µm²]
a21oi: 6 / 33.8
and2b: 1 / 8.76
buf: 4 / 37.5
inv: 1 / 3.75
mux2i: 1 / 10.0
nand2: 4 / 15.0
nand2b: 1 / 6.26
nand3: 1 / 5.00
nor2: 5 / 18.8
nor3: 2 / 10.0
o21a: 1 / 7.51
o21ai: 2 / 10.0
o22ai: 1 / 6.26
o32ai: 1 / 8.76
or3: 2 / 12.5
or3b: 1 / 8.76
routing by layer:
layer | track usage (%) | vias up | part of all wire [%]
met4 | 0 | 0 | 0
met3 | 1.02 | 0 | 13
li1 | - | 166 | -
met5 | 0 | - | 0
met2 | 3.93 | 15 | 39
met1 | 3.43 | 130 | 48
path summary, 6_finish.rpt:
path,endpoint,start,slack [ns]
worst min-delay path,outputBus[5],inputBus[2],1.04
worst max-delay path,outputBus[6],inputBus[4],0.03
layout by cell type, fill, tap and decap left out, drive strengths merged:
cell | netlist | final
o22ai | 1 | 1
or3 | 2 | 2
nand3 | 1 | 1
dlygate4sd2 | 0 | 5
nor2 | 5 | 5
buf | 4 | 13
a21oi | 6 | 6
nor3 | 2 | 2
inv | 1 | 1
clkdlybuf4s50 | 0 | 9
nand2 | 4 | 4
nand2b | 1 | 1
o21a | 1 | 1
and2b | 1 | 1
o32ai | 1 | 1
dlymetal6s2s | 0 | 1
o21ai | 2 | 2
mux2i | 1 | 1
or3b | 1 | 1
Power and IR drop assume default switching activity.
