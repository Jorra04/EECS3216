`design/flow/design.v`:
```
module pipeClockDivider(clock_in,clock_out, divisor);
input clock_in;  
output reg clock_out;  
reg[31:0] count;
input[3:0] divisor;
reg[31:0] count_threshold;
always @(posedge clock_in) begin
		count <= count +1;
		if(count >= (count_threshold)) begin
			count <= 0;
			clock_out <= ~clock_out;
		end
end
always_comb begin
	case(divisor)
		4'b0000 : count_threshold =  32'd133333;  
		4'b0001 : count_threshold =  32'd99999;  
		4'b0010 : count_threshold =  32'd79999;  
		4'b0011 : count_threshold =  32'd49999;  
		default : count_threshold =  32'd39999;  
	endcase
end
endmodule
```
`design/flow/run.sh`:
```
#!/bin/bash
# OpenROAD 26Q1-2900-gdf79404cd8, Yosys 0.63+post, stock flow scripts
make -C /OpenROAD-flow-scripts/flow DESIGN_CONFIG=/design/flow/config.mk WORK_HOME=/design/flow/orfs finish
```
`design/flow/config.mk`:
```
export PLATFORM = sky130hd
export DESIGN_NAME = pipeClockDivider
export DESIGN_NICKNAME = pipeClockDivider
export VERILOG_FILES = /design/flow/design.v
export SDC_FILE = /design/flow/constraint.sdc
export NUM_CORES = 4
export LEC_CHECK = 1
export CORE_UTILIZATION = 30
```
`design/flow/constraint.sdc`:
```
current_design pipeClockDivider

set clk_period 4.3
set clk_io_pct 0.2

create_clock -name clk0 -period $clk_period [get_ports {clock_in}]

set non_clock_inputs [all_inputs -no_clocks]
set_input_delay [expr $clk_period * $clk_io_pct] -clock clk0 $non_clock_inputs
set_output_delay [expr $clk_period * $clk_io_pct] -clock clk0 [all_outputs]
```
==> summary.txt <==
yosys + openroad results -> vias in the first global route=1139, Mapped Area=1710 um^2, Seq share, synth=39.2%, outcome=completed, total gr overflow=0, R2R setup slack=2260 ps, antenna violations before repair=0, WL/cell=11.0 um, first-pass GRT wire length=roughly 5300 um, crit end category=register, ys cells=167, Post-Syn Area per Cell=roughly 10 um^2, WHS Endpoint=count[0], Global Route Usage Sum=around 11%, total routed wirelength=between 2000 and 3000 um, cell type with the largest total area=dfxtp_1, Yosys reg bits=33, root buffer cell=clkbuf_8, DR iter-0 viols=53, Final Hold Fails=0, Clock Sinks=33, # diodes=0, share of cells above drive strength 1=approximately a fifth, Max VDD drop=0.000190 V, DP Area=1880 um^2, Post-DRT Antenna Nets=0, I/O pin cnt=6, Synth Instances=167, simple share=30.9%, pins over their slew limit=0, WHS Path Cells=1, Post-CTS Hold Fix Bufs=0, Comb area=between 1000 and 1500 um^2, post-route cell area=2000 um^2, min Tclk post-route=roughly 3300 ps, area delta synth->final=17.0%, reg2reg path depth=8, reg-to-reg endpoint=count[11], die width=77.6 um, Final Cycle Share=76.2%, Crit Path Max Fanout=8, max frequency=305 MHz, Critical Path RT=between 4000 and 5000 ps, Late-Pin Clk Latency=280 ps, crit path DAT=between 3000 and 4000 ps, setup bufs post-CTS=0, maximum root-to-sink buffer count=2, CTS tree=yes, CTS clk-pin slew, worst paths=70 ps, Max-Cap Viols=0, Core Util at FP=31.1%, Adder Area Share=12.4%, Distinct cells, synth=35, mux share=0%, Chip Height=~78 um, DRC violations left=0, post-DP HPWL=2100 um, synthesis warning total=1, Yosys chip area=1710 um^2, die area=between 6000 and 7000 um^2, Reg area=671 um^2, top cells by area=dfxtp_1, ha_1, nor3_2, xor2_1, nand2_1, PwrDens=316 nW/um^2, IO Port Bufs=5, Final Setup Violations=0, Crit Path Class=in2reg, clock skew=5.76 ps, RSZ-0062 raised after global routing=no, fin util=36.4%, leakage power=0.742 nW, row count=27, Hold WC Path Type=reg2reg, Log Warnings=25, CTS resizes=0, startpoint type of the worst setup path=primary input, xor+xnor area frac=under 10%, Main logic family=simple AND/OR/NAND/NOR gates, Hold Crit Start=count[0], CTS Buf Count=5, largest net degree at the start of global routing=14, Via Count=1157, Top cell area share=37.4%, area fraction in compound gates=4.89%, area of the core=5510 um^2, CTS H-tree depth=2, DRT Pass-1 Iters=4, DR vias/cell=4.42, setup tns final=0 ps, GPL Wtd Cong=0.835, fillers=549, Crit Reg-Reg Startpoint=count[7]
layer usage:
layer  track usage (%)  vias up  wire length [um]
met5                 0        -                 0
met4              1.89        0                21
met3              2.03        2                81
met2              15.4       11              1150
met1              18.0      517              1630
li1                  -      627                 -
Yosys cell counts:
library cell and instances:
nor4b_2 1, nor3_2 18, xnor2_1 6, or3_1 1, a211oi_2 1, and4_1 3, or2_1 1, and3_1 4
nand4_2 1, nand4_1 6, nand2_1 17, o21ai_1 1, nand3_2 1, buf_4 3, conb_1 1, ha_1 17
edfxtp_1 1, nor4_1 2, nor2_1 6, nor3b_2 1, a211oi_1 1, buf_6 2, or4_4 1, a21oi_1 7
nor2b_1 2, nand3_1 4, inv_1 5, nor4_2 1, a21oi_2 1, o21ai_0 3, nor4_4 1, xor2_1 11
and2_1 1, nor3_1 3, dfxtp_1 32
cells in the final DEF, fill, tap and decap left out, types with 4 or more instances in the layout:
cell	synthesis	final
nand2_1	17	17
dfxtp_1	32	32
nand3_1	4	4
a21oi_1	7	7
clkdlybuf4s50_1	0	5
nor2_1	6	6
nand4_1	6	6
xor2_1	11	11
and3_1	4	4
inv_1	5	5
xnor2_1	6	6
nor3_2	18	18
ha_1	17	17
clkbuf_8	0	6
conb_1	1	13
power breakdown:
group	total, W	internal [W]	switching (W)	leakage (nW)
Combinational	0.0000199	0.00000871	0.0000112	0.407
Sequential	0.000316	0.000314	0.00000241	0.278
Clock	0.000298	0.000188	0.000109	0.0574
Total	0.000634	0.000510	0.000123	0.742
worst max-delay path by stage:
stage,startpoint,end,slack [ps],depth (start not counted)
finish,divisor[1],clock_out,1020,10
global route,divisor[1],count[1],780,11
CTS,divisor[1],count[1],1000,11
cells by family after synthesis:
logic type               count (synthesis)
AND-OR/OR-AND                           14
XOR/XNOR                                17
adder cells (fa/ha/maj)                 17
buffers and inverters                   10
flip-flops                              33
other                                    1
AND/OR/NAND/NOR                         75
flip-flops by register name (all words and copies together), names as in the netlist:
register,count
count,32
clock_out,1
stage by stage:
step | instances | hold WS [ps] | power (W) | worst slack, ps
2_1_floorplan | 179 | 453 | 0.000334 | 1430
3_3_place_gp | 254 | 496 | 0.000343 | 743
3_5_place_dp | 254 | 497 | 0.000343 | 711
4_1_cts | 262 | 515 | 0.000643 | 1000
5_1_grt | 262 | 564 | 0.000664 | 780
6_report | 262 | 508 | 0.000634 | 1020
critical path, stage by stage:
cell and delay (ps):
clkdlybuf4s50_1 470, or3_1 440, nor2_1 200, ha_1 270, a211oi_1 260, nor4b_2 100
a211oi_2 250, nor4_4 50, buf_4 180, or2_1 240
area by class of cell:
| cell class | count | share of cell area [%] |
|---|---|---|
| Clock buffer | 6 | 4.12 |
| Clock inverter | 2 | 1.87 |
| Inverter | 5 | 0.936 |
| Multi-Input combinational cell | 136 | 51.5 |
| Sequential cell | 33 | 33.5 |
| Tap cell | 72 | 4.49 |
| Timing Repair Buffer | 8 | 3.62 |
Power figures rest on the tool's default switching activity, not on a simulated workload.
